--- design/flow/design.v ---
module reg_file
                (input [7:0] WRITE_DATA,
		input [2:0] REG1,
		input [2:0] REG2,
	   input [2:0] MEM_DEST,
		input [2:0] REG_DEST,
		input MEM_WR,
		input REG_WR,
		input CLK,
		output logic [7:0] DATA_1,
		output logic [7:0] DATA_2,
		output logic [7:0] DATA_O
		);	
	logic [7:0] REG_A;  
 	logic [7:0] REG_B;  
	logic [7:0] REG_X;  
	logic [7:0] REG_Y;  
	logic [7:0] REG_OUT;  
	logic [7:0] REG_COUNTER;  
always@(*)
  begin
      if (MEM_WR) begin
      end
      if (REG_WR) begin
	      case(REG_DEST)
		      3'b000 : REG_A = WRITE_DATA;
		      3'b010 : REG_B = WRITE_DATA;
		      3'b100 : REG_X = WRITE_DATA;
		      3'b110 : REG_Y = WRITE_DATA;
		      3'b001 : REG_OUT = WRITE_DATA;
		      3'b101 : REG_COUNTER = WRITE_DATA;
	      endcase
      end
		DATA_O = REG_OUT;
      case (REG1)
	      3'b000 : DATA_1 = REG_A;
              3'b010 : DATA_1 = REG_B;
     	      3'b100 : DATA_1 = REG_X;
      	      3'b110 : DATA_1 = REG_Y;
      	      3'b001 : DATA_1 = REG1;
	      3'b101 : DATA_1 = REG1; 
	      default: DATA_1 = 8'b00000000;
      endcase
      case (REG2)
	     3'b000 : DATA_2 = REG_A;
             3'b010 :DATA_2 = REG_B;
             3'b100 :DATA_2 = REG_X;
             3'b110 :DATA_2 = REG_Y;
             3'b001 :DATA_2 = REG_OUT;
             3'b101 :DATA_2 = REG_COUNTER;
	     default :DATA_2 = 8'b00000000;
      endcase
  end
endmodule
--- design/flow/run.sh ---
#!/bin/bash
# OpenROAD 26Q1-2900-gdf79404cd8, Yosys 0.63+post, stock flow scripts
make -C /OpenROAD-flow-scripts/flow DESIGN_CONFIG=/design/flow/config.mk WORK_HOME=/design/flow/orfs finish
--- design/flow/config.mk ---
export PLATFORM = sky130hd
export DESIGN_NAME = reg_file
export DESIGN_NICKNAME = reg_file
export VERILOG_FILES = /design/flow/design.v
export SDC_FILE = /design/flow/constraint.sdc
export NUM_CORES = 4
export LEC_CHECK = 1
export CORE_AREA = 10 10 113 113
export DIE_AREA = 0 0 123 123
--- design/flow/constraint.sdc ---
current_design reg_file

set clk_period 7.3
set clk_io_pct 0.2

create_clock -name clk0 -period $clk_period

set non_clock_inputs [all_inputs -no_clocks]
set_input_delay [expr $clk_period * $clk_io_pct] -clock clk0 $non_clock_inputs
set_output_delay [expr $clk_period * $clk_io_pct] -clock clk0 [all_outputs]
==> git commit body <==
Log flow metrics for this revision

* Vias: 1,517
- The run reported a max-capacitance violation count of 0.
* Number of nets with antenna violations after detailed routing: 0
* Fraction of final layout cells sized beyond drive strength 1: 0.143
- Of the total power, the clock network draws 0.
- According to the floorplan report, the placeable core area is 10,300 µm².
- Boundary pin count: 47
* Net switching power of the design: 0.0000596 W
- The cell area that synthesis handed to floorplanning was 1760 µm².
- From the final report, the count of setup violators was given as 0.
- Die ar.: 15,100 µm²
- Post-Route WL: 5.15 mm
- Utilization after layout: 0.216
- Per the repair_timing log after CTS, setup buffers inserted total 0.
- Power density over the cells: 69.7 nW/µm²
* WS Path Type: primary input to output port
- The share of synthesized area in the top cell type comes to 0.273.
- The power report puts the leakage power at 0.971 nW.
* Setup tns final: 0 ns
- Area used by sequential logic in the layout: 480 µm²
* Largest area contributor in the netlist: dlxtn_1
- Yosys reg bits: 32
- Initial detailed-routing violation count: 46
- Ranked by instance count, the synthesized netlist is headed by dlxtn_1 (32), inv_1 (23), mux2_2 (19).
- The iteration count recorded for the first detailed-route pass is 4.
* CTS hold repair buffers: 0
- The worst setup path is captured at an output port.
* Run status: finished, final reports clean
- Register pins left without a clock: 32
- Post-synthesis area per instance: 8.62 µm²
* Hold depth: 2
* Asr flop ratio synth: 0
- Portion of total power attributed to combinational logic: 0.771
- Worst IR drop on VDD: 16.8 µV
* Maximum number of pins on one net before global-route repair: 19
- Floorplan die width: 123 µm
- Number of cells in Yosys stat: 204
- Top cells by area in the synthesized netlist: dlxtn_1 (27%), mux2_2 (12%), mux2i_1 (10%), inv_1 (4.9%), buf_4 (3.8%)
* Number of rows in the core area: 37
- Netlist cell types: 49
- Input and output buffers added on the ports amount to 42.
- STA classifies the critical path startpoint as a primary input.
- Yosys warning total: 33
* Count of instances resized after the clock tree is built: 0
- Commonest flop: dlxtn_1
* Final antenna diode count: 0
* Number of inserted filler cells in the final layout: 1,110
* Placer congestion estimate: 0.782
- Height of the die: 123 µm
* Via count of the first global-routing pass: 1,527
* Area of the synthesized netlist per yosys stat: 1760 µm²
- Number of enable flip-flop cells: 0
* Leading cell type by number of instances after synthesis: dlxtn_1
- The share of the core area taken by cells at floorplan is 0.170.
- Synthesis produced a netlist whose cell count is 204.
- Worst hold path endpoint: DATA_O[4]
* Final Slew Violations: 0
- Number of remaining DRC errors: 0
* Maximum net fanout on the critical path: 13
- The clock period could shrink to 5.41 ns.
* Actual transition at the worst max-transition pin: 0.739 ns
* Pint: 0.0000957 W
- Worst hold path startpoint: WRITE_DATA[4]
* DR vias/cell: 4.14
- In this run the tightest slew margin relative to its limit is 0.507.
- Share of power burned in registers: 0.229
- Achievable Freq: 185 MHz
* Area of combinational cells with multiple inputs: 1040 µm²
- CP Data Required Time: 5.84 ns
* Post-detailed-route wirelength per cell: 14.1 µm
- Across all stage logs, warnings added up to 37.
- 32 endpoints have no timing constraint.
- Total routing usage reported by global routing: 0.0666
- Switching Share: 0.384
- Post-route period utilization is reported as 0.740.
- After global routing the overflow that remains totals 0.
- Antenna violations before repair: 0
* Wire length of the first global-routing pass: 8.12 mm
* Area delta synth->final: 26.6%
- Arrival time at the worst endpoint: 3.95 ns
- Path category of the worst min-delay check: primary input to output port
- Half-perimeter wire length of the detailed placement result: 3.99 mm
- The final timing report lists a hold violation count of 0.
- RSZ-0062 raised after global routing: false
==> cells by family (layout without fill, tap and decap cells) <==
logic type	Yosys count	count (layout)	share of synthesized area
and+or+nand+nor	52	52	0.173
buffers and inverters	44	70	0.137
muxes	38	38	0.237
AOI/OAI and AO/OA	36	36	0.170
latches	32	32	0.273
xor gates and xnor gates	2	2	0.00996
==> layout by cell type, fill, tap and decap left out, drive strengths merged, types with 2 or more instances in the layout <==
cell type	instances
clkdlybuf4s50	42
dlxtn	32
inv	25
mux2	19
mux2i	18
nand2	15
nor2	15
o32ai	5
o22ai	4
a22o	4
a211o	4
or2	3
buf	3
nand4b	2
and4bb	2
nand3b	2
o221ai	2
nor2b	2
a221o	2
o21ai	2
xnor2	2
nor3b	2
or3	2
a32o	2
nor4b	2
o311ai	2
==> flip-flops by register name, summed over array words and instances, names as in the netlist <==
| name | flops |
|---|---|
| REG_A | 8 |
| REG_B | 8 |
| REG_X | 8 |
| REG_Y | 8 |
==> per-layer routing <==
metal,GRT usage,wire length [µm],up-vias
li1,-,-,780
met1,0.0907,2370,713
met2,0.117,2530,24
met3,0.00833,247,0
met4,0,0,0
met5,0,0,-
==> critical path: stages <==
cell	delay, ns
clkdlybuf4s50_1	0.56
nor4b_4	0.32
buf_4	0.26
mux2_2	0.37
or2_2	0.27
a32o_1	0.28
clkdlybuf4s50_1	0.42
==> power groups by stage <==
| stage | Clock [W] | Sequential [W] | Combinational (W) |
|---|---|---|---|
| 4_1_cts | 0 | 0.0000355 | 0.000122 |
| 5_1_grt | 0 | 0.0000382 | 0.000134 |
| 6_report | 0 | 0.0000355 | 0.000120 |
==> through the flow <==
stage / cells / area (µm²) / hold slack, ns / power (W) / setup WS [ns]
finish: 366 / 2230 / 3.88 / 0.000155 / 1.89
global route: 366 / 2230 / 3.92 / 0.000172 / 1.74
CTS: 366 / 2230 / 3.89 / 0.000158 / 1.87
detailed placement: 366 / 2230 / 3.89 / 0.000157 / 1.88
global placement: 366 / 2230 / 3.88 / 0.000155 / 1.87
floorplan: 204 / 1760 / 2.93 / 0.000104 / 3.16
==> worst max path at each step <==
| stage | end | slack, ns | startpoint |
|---|---|---|---|
| finish | DATA_1[4] | 1.89 | REG_DEST[1] |
| global route | DATA_2[4] | 1.74 | REG_DEST[1] |
| CTS | DATA_1[4] | 1.87 | REG_DEST[1] |
==> layout make-up <==
type,count,share of cell area
Multi-Input combinational cell,128,0.466
Timing Repair Buffer,45,0.199
Tap cell,136,0.0764
Inverter,25,0.0433
Sequential cell,32,0.216
Power and IR drop assume default switching activity.
