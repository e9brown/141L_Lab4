$ cat flow/run.sh
#!/bin/bash
# OpenROAD 26Q1-2900-gdf79404cd8, Yosys 0.63+post, stock flow scripts
make -C /OpenROAD-flow-scripts/flow DESIGN_CONFIG=/design/flow/config.mk WORK_HOME=/design/flow/orfs finish
$ cat flow/config.mk
export PLATFORM = sky130hd
export DESIGN_NAME = instr_fetch
export DESIGN_NICKNAME = instr_fetch
export VERILOG_FILES = /design/flow/design.v
export SDC_FILE = /design/flow/constraint.sdc
export NUM_CORES = 4
export LEC_CHECK = 1
export CORE_AREA = 10 10 70 70
export DIE_AREA = 0 0 80 80
$ cat flow/constraint.sdc
current_design instr_fetch

set clk_period 1.0
set clk_io_pct 0.2

create_clock -name clk0 -period $clk_period [get_ports {CLK}]

set non_clock_inputs [all_inputs -no_clocks]
set_input_delay [expr $clk_period * $clk_io_pct] -clock clk0 $non_clock_inputs
set_output_delay [expr $clk_period * $clk_io_pct] -clock clk0 [all_outputs]
$ cat flow/design.v
import definitions::*;
module instr_fetch
	(input CLK
	,input [7:0] TARGET_IN
	,input [8:0] INSTR
	,input START
	,input [7:0] STARTADDRESS
	,output logic [4:0] OPCODE
	,output logic [1:0] REG1
	,output logic [1:0] REG2
	,output logic [7:0] CONST
	,output logic [7:0] TARGET_OUT
	);
always_ff @ (posedge CLK) 
  begin
	TARGET_OUT <= TARGET_IN;
	OPCODE <= INSTR[8:4];
	REG1 <= INSTR[3:2];
	REG2 <= INSTR[1:0];
	CONST <= INSTR[7:0];
  end
endmodule
==> notes.org <==
* Flow results

** Place
- Routability-driven placement finished with a final weighted congestion of 0.757.
- During placement, the flow inserted port buffers numbering 42.

** Yosys
- The average instance in the mapped netlist occupies 16.0 µm².
- Yosys Instances :: 25
- Number of synthesis warnings :: 2
- Per Yosys stat, the portion of area used by sequential elements is 0.850.
- Cell area after synthesis :: 400 µm²
- The netlist uses 2 different library cells.
- Cells after Synth :: 25
- The synthesized netlist has a Yosys-reported chip area of 400 µm².
- Synthesis inferred 17 register bits.

** Worst setup path
- The longest incremental delay of any stage on the critical path is reported as 0.33 ns.
- Cell-by-cell listing of the critical path :: clkbuf_2
- Data required time at the worst endpoint :: 0.80 ns
- The timing report notes that buffer and inverter cells on the critical path total 1.
- Category of the most critical setup path :: reg -> out
- All stages included, the depth of the critical timing path comes to 1.
- Slowest stage cell, crit path :: sky130_fd_sc_hd__dfxtp_2
- CP max FO :: 2
- Top Family by Delay on Critical Path :: flip-flops
- Worst path arrival time :: 0.69 ns
- CP startpoint kind :: flop
- STA classifies the critical path endpoint as an output port.

** Floorplanning
- Count of standard-cell rows :: 21
- The floorplan step set the die width to 80 µm.
- Count of boundary I/O pins :: 52
- The initial utilization of the core area, before any placement, comes to 0.117.
- Die extent in y :: 80 µm
- Core region area :: 3420 µm²
- According to the floorplan report, the total die area is 6400 µm².

** Global routing
- The number of antenna violations at the first check in global routing came to 0.
- The first global-routing pass estimated 1700 µm of wire.
- The number of global-route vias before repair came to 344.
- Grt ovf :: 0
- Summed over all routing layers, the global router reports a total usage of 0.0346.
- Largest net degree at the start of global routing :: 10

** Final timing
- Max Freq :: 1120 MHz
- Setup repair after global routing left no endpoint under its margin.
- Normalized max-slew margin :: 0.944
- Fin crit period :: 0.890 ns
- The last timing report of the flow puts the setup violation total at 0.
- Share of the cycle needed by the critical path after routing :: 0.890
- Final Max Tran Viols :: 0
- Endpoints failing hold in the final report were tallied at 0.
- Transition at the pin with the smallest max-transition slack :: 0.0844 ns

** Power and ir drop
- Total power divided by cell area :: 1580 nW/µm²
- Leakage power of the design :: 0.329 nW
- Overall Power :: 1.17 mW
- The highest supply drop recorded on VDD is 0.000737 V.

** Drt
- In the final routed layout, each cell accounts on average for 10.9 µm.
- Across all layers, the routed design uses 311 vias.
- 1st-iter DRT viols :: 0
- Per the post-route antenna check, the number of violating nets is 0.
- Dividing the detail-routed via count by the number of cells gives 2.85.
- The routed design has 1190 µm of wire.
- First-pass iteration count of the detailed router :: 1
- Per the detail_route report, inserted antenna diodes total 0.
- The DRC violation total left in the routed layout is recorded as 0.

** CTS
- Buffers from clock root to sink, at most :: 2
- TritonCTS built the clock tree.
- Cts bufs inserted :: 3
- CTS sink cnt :: 17
- The post-CTS hold buffer count recorded in the log is 0.
- Post-CTS repair timing setup buffer count :: 0
- The root buffer cell chosen for the clock tree is sky130_fd_sc_hd__clkbuf_4.
- Clock-pin slew was measured on the worst setup and hold paths at 0.08 ns.
- Max H-tree Level :: 1

** Final layout
- Gate Area :: 0 µm²
- In the final layout, the share of cells above drive strength 1 is 0.683.
- The layout report lists the combined flip-flop and latch area as 359 µm².
- Per the layout report, the design carries 385 filler cells.
- For this run, the share of the core covered by cells in the final layout is 0.216.
- Area growth from synthesis to final layout :: 84.4%
- The final design was reported to hold multi-input combinational gates totalling 0.

** Job
- The tool flagged a number of max-cap violations equal to 0.
- Across all stage logs, warnings added up to 35.

** Hold path
- The startpoint identified for the worst hold timing path is TARGET_IN[5].
- Hold Path Sink :: TARGET_OUT[5]$_DFF_P_
- In this run the worst hold path is classified as in -> reg.
- Hold depth :: 1

** Run status
- The flow ran to the end, and the final reports show no timing, DRC or antenna violations.
-- layer usage --
metal / part of all wire / GRT usage / vias to the layer above
li1: - / - / 144
met1: 0.44 / 0.0335 / 127
met2: 0.33 / 0.0482 / 38
met3: 0.22 / 0.0409 / 2
met4: 0.0084 / 0.00528 / 0
met5: 0 / 0 / -
-- power by group --
group | internal [mW] | switching [mW] | total (mW)
logic | 0.0890 | 0.0157 | 0.105
registers | 0.719 | 0.0127 | 0.732
clock network | 0.154 | 0.175 | 0.329
total | 0.962 | 0.203 | 1.17
-- metrics by stage --
stage / instance area [µm²] / std cells / hold WS, ns / setup WS, ns / TNS (ns)
2_1_floorplan: 400 / 25 / 0.228 / 0.420 / 0
3_3_place_gp: 818 / 105 / 0.651 / 0.0203 / 0
6_report: 738 / 109 / 0.352 / 0.110 / 0
4_1_cts: 848 / 109 / 0.336 / -0.0445 / -0.174
3_5_place_dp: 818 / 105 / 0.652 / 0.0137 / 0
5_1_grt: 738 / 109 / 0.330 / 0.0587 / 0
-- cell usage in the layout (no fill, tap or decap) --
master / instances
sky130_fd_sc_hd__dfxtp_1: 2
sky130_fd_sc_hd__clkbuf_4: 3
sky130_fd_sc_hd__clkbuf_2: 24
sky130_fd_sc_hd__dfxtp_2: 15
sky130_fd_sc_hd__clkbuf_1: 1
sky130_fd_sc_hd__buf_2: 1
sky130_fd_sc_hd__clkdlybuf4s50_1: 17
-- worst max-delay path by stage --
stage	from	to
4_1_cts	CONST[0]$_DFF_P_	REG2[0]
6_report	OPCODE[3]$_DFF_P_	OPCODE[3]
5_1_grt	CONST[1]$_DFF_P_	CONST[1]
-- cells by family (layout without fill, tap and decap cells) --
kind of cell	after synthesis	in the layout	share of synthesized area
buffers and inverters	8	46	0.150
flip-flops	17	17	0.850
-- final cells by class --
| type | count | area share |
|---|---|---|
| clock buffer | 4 | 0.0356 |
| sequential | 17 | 0.486 |
| timing repair buffer | 42 | 0.400 |
| tap | 46 | 0.0780 |
-- repair_timing --
| action | in CTS | in global routing |
|---|---|---|
| endpoints found under the hold margin | 0 | 0 |
| setup endpoints to repair | 25 | 24 |
| gates resized | 58 | 32 |
-- synthesized netlist by cell type --
cell type                 instances  area [µm²]
sky130_fd_sc_hd__dfxtp_1         17         340
sky130_fd_sc_hd__buf_4            8        60.1
-- state kept, by name, summed over array words and instances, names as in the netlist --
register / cells
CONST: 7
TARGET_OUT: 8
OPCODE: 2
No activity file was given, so power comes from the tool's default toggle rates.
