## ./run.sh

```bash
#!/bin/bash
# OpenROAD 26Q1-2900-gdf79404cd8, Yosys 0.63+post, stock flow scripts
make -C /OpenROAD-flow-scripts/flow DESIGN_CONFIG=/design/flow/config.mk WORK_HOME=/design/flow/orfs finish
```

## ./config.mk

```make
export PLATFORM = sky130hd
export DESIGN_NAME = InstrROM
export DESIGN_NICKNAME = InstrROM
export VERILOG_FILES = /design/flow/design.v
export SDC_FILE = /design/flow/constraint.sdc
export NUM_CORES = 4
export LEC_CHECK = 1
export CORE_AREA = 10 10 83 83
export DIE_AREA = 0 0 93 93
```

## ./design.v

```verilog
`timescale 1ns / 1ps
module InstrROM(
    input [7:0] InstrAddress,
    output logic[9:0] InstrOut);
	 always_comb 
		case (InstrAddress)
		0 : InstrOut = 9'b100000001;   
		1 : InstrOut = 9'b000000010;   
		2 : InstrOut = 9'b100000010;   
      3 : InstrOut = 9'b000000011;   
		4 : InstrOut = 9'b001000100;   
		5 : InstrOut = 9'b100000000;
		6 : InstrOut = 9'b011011100;
		7 : InstrOut = 9'b100001001;
		8 : InstrOut = 9'b001110001;
		9 : InstrOut = 9'b100000001;
		10 : InstrOut = 9'b011000011;
		11 : InstrOut = 9'b100000010;
		12 : InstrOut = 9'b001110011;
		13 : InstrOut = 9'b011100110;
		14 : InstrOut = 9'b000111000;
		15 : InstrOut = 9'b000111110;
		16 : InstrOut = 9'b111110101;
		17 : InstrOut = 9'b001110011;
		18 : InstrOut = 9'b011110110;
		19 : InstrOut = 9'b100000011;
		20 : InstrOut = 9'b000000011;
		21 : InstrOut = 9'b001000100;
		22 : InstrOut = 9'b100000000;
		23 : InstrOut = 9'b011011100;
		24 : InstrOut = 9'b100001001;
		25 : InstrOut = 9'b001110001;
		26 : InstrOut = 9'b100000001;
		27 : InstrOut = 9'b011000011;
		28 : InstrOut = 9'b100000010;
		29 : InstrOut = 9'b001110011;
		30 : InstrOut = 9'b011100110;
		31 : InstrOut = 9'b000111000;
		32 : InstrOut = 9'b000111101;
		33 : InstrOut = 9'b111110101;
		34 : InstrOut = 9'b001110011;
		35 : InstrOut = 9'b101100101;
		36 : InstrOut = 9'b000010100;
		37 : InstrOut = 9'b000100100;
		38 : InstrOut = 9'b101100100;
		39 : InstrOut = 9'b000010100;
		40 : InstrOut = 9'b010000000;
		default : InstrOut = 9'b000000000;
    endcase
endmodule
```

## ./constraint.sdc

```tcl
current_design InstrROM

set clk_period 1.8
set clk_io_pct 0.2

create_clock -name clk0 -period $clk_period

set non_clock_inputs [all_inputs -no_clocks]
set_input_delay [expr $clk_period * $clk_io_pct] -clock clk0 $non_clock_inputs
set_output_delay [expr $clk_period * $clk_io_pct] -clock clk0 [all_outputs]
```

==> metrics.yaml <==
crit_required_ps: 1440
fmax_mhz: 501
synthTopCellsByCount: "nand2_1 (14), ha_1 (12), nor2_1 (10)"
violations: "negative setup slack"
area_growth_pct: 107
drt_first_pass_iters: 6
arrival_ps: 1640
fp-utilization_pct: 16.3
whs_ps: 1290
top_cell_area_share_pct: 17.9
final-hold-violation-count: 0
pre_cts_slack_ps: -1020
ant_nets: 0
drt_iter0_drc: 89
ys_cells: 119
io_buffers: 17
use_met2_pct: 12.7
synth_cell_types: 44
p_per_area_nw_per_um2: 224
cts_hold_buf: 0
peakVddDrop_v: 0.000123
status: "complete, but fails checks"
die_h_um: 93
crit_top_cell: "buf_8"
drc: 0
flop-count: 0
yosys-stat-area_um2: 838
dieArea_um2: 8650
cp_top_family: "buffers and inverters"
tool_warnings: 44
slowest_delay_ps: 300
cp_num_buf_inv: 4
leakagePower_nw: 0.752
coreArea_um2: 5140
use_met3_pct: 0.323
ys_warn_count: 1
gp_congestion: 0.913
grt_first_pass_wirelength_um: 5780
crit_fanout: 8
area_leaders: "ha_1 (18%), nand2_1 (6.3%), nor2b_1 (5.2%)"
clock_buffers: 0
crit_type: "in -> out"
row_count: 26
drv_cap: 0
top_area_cell: "ha_1"
die_x_um: 93
overflow: 0
synth.avg_cell_area_um2: 7.04
layout_setup_ws_ps: -195
antenna_cells: 0
antenna_found_initial: 0
setup_viol: 7
postSynthCellCount: 119
grt_start_max_net_pins: 14
dp_hpwl_um: 2200
synth.most_common_cell: "nand2_1"
flop_area_um2: 0
min_period_over_period_pct: 111
tns_ps: -816
grt_pass1_vias: 1142
syn_area_um2: 838
finalCriticalPeriod_ps: 2000
path_cells: "buf_8 -> buf_6 -> buf_8 -> ha_1 -> nand2_1 -> nand2_2 -> a2111oi_4 -> a2111oi_2 -> buf_2"
grt-busiest-layer: "met2"
top_level_ports: 18
cp-start-kind: "input pin"
hold_class: "in -> out"
design_area_um2: 1730
via_per_inst: 4.66
ys_seq_share_pct: 0
rsz0062_at_grt: "true"
routed_wl_um: 3560
placed_area_um2: 1290
crit_slowest_cell: "a2111oi_4"
grt_util_all_layers_pct: 7.83
post_drt_wl_per_cell_um: 14.5
use_met1_pct: 11.8
drive_gt1_share_pct: 61.1
power_uw: 389
vias: 1142
end_kind: "output pin"
final_max_slew_viol_count: 0
area by class of cell:
| cell class | instances | area [µm²] |
|---|---|---|
| fillers | 520 | 3410 |
| inverters | 3 | 13.8 |
| multi-input cells | 103 | 953 |
| well taps | 70 | 87.6 |
| repair buffers | 69 | 679 |
placed cells by master, fill, tap and decap left out, drive strengths merged, types with 2 or more instances in the layout:
cell type and count:
mux2 2, mux2i 4, a32oi 2, buf 64
a31oi 5, nand2b 4, nor2b 7, nor2 11
o21ai 4, and3 2, nor3 5, nand3 3
nand2 14, a2111oi 3, inv 3, o31a 2
ha 12, dlygate4sd2 3, bufbuf 2, a311o 2
a21oi 5
tightest hold or removal path: cells and delay by family:
| kind | cells | cell delay [ps] |
|---|---|---|
| AOI/OAI and AO/OA | 1 | 60 |
| and+or+nand+nor | 1 | 180 |
| buffers and inverters | 2 | 330 |
report_power, final:
| group | total [mW] | switching (mW) | internal [mW] |
|---|---|---|---|
| sequential | 0 | 0 | 0 |
| clock | 0 | 0 | 0 |
| combinational | 0.389 | 0.174 | 0.215 |
kinds of logic (layout without fill, tap and decap cells):
group           Yosys count  count (layout)  share of synthesized area [%]
simple gates             50              50                           29.7
compound gates           33              33                           30.0
buf+inv                  16              72                           13.4
fa+ha+maj                12              12                           17.9
mux                       6               6                           7.46
other cells               1               1                          0.447
xor+xnor                  1               1                           1.04
layer usage:
layer / share of wire, % / vias up
met1: 49 / 542
met4: 0.65 / 0
met2: 46 / 41
met3: 4.1 / 2
li1: - / 557
met5: 0 / -
through the flow:
| step | cells | utilization, % |
|---|---|---|
| floorplan | 119 | - |
| global placement | 228 | 25.2 |
| detailed placement | 228 | 25.2 |
| CTS | 244 | 32.7 |
| global route | 245 | 33.7 |
| finish | 245 | 33.7 |
path summary, 6_finish.rpt:
kind	start	endpoint	cells past startpoint
hold / removal	InstrAddress[6]	InstrOut[7]	4
setup / recovery	InstrAddress[0]	InstrOut[7]	9
what timing repair did:
action | 4_1_cts | 5_1_grt
buffers inserted | 13 | 1
pin swaps | 31 | 11
setup endpoints to repair | 9 | 9
resized | 116 | 10
cloned | 3 | 0
